==> flow/config.mk <==
export PLATFORM = sky130hd
export DESIGN_NAME = ram_ctrl
export DESIGN_NICKNAME = ram_ctrl
export VERILOG_FILES = /design/flow/design.v
export SDC_FILE = /design/flow/constraint.sdc
export NUM_CORES = 4
export LEC_CHECK = 1
export CORE_AREA = 10 10 107 107
export DIE_AREA = 0 0 117 117
==> flow/constraint.sdc <==
current_design ram_ctrl

set clk_period 3.2
set clk_io_pct 0.2

create_clock -name clk0 -period $clk_period [get_ports {rx_bits_ok}]
create_clock -name clk1 -period $clk_period [get_ports {sys_clk}]

set non_clock_inputs [all_inputs -no_clocks]
set_input_delay [expr $clk_period * $clk_io_pct] -clock clk0 $non_clock_inputs
set_output_delay [expr $clk_period * $clk_io_pct] -clock clk0 [all_outputs]
==> flow/run.sh <==
#!/bin/bash
# OpenROAD 26Q1-2900-gdf79404cd8, Yosys 0.63+post, stock flow scripts
make -C /OpenROAD-flow-scripts/flow DESIGN_CONFIG=/design/flow/config.mk WORK_HOME=/design/flow/orfs finish
==> flow/design.v <==
module ram_ctrl (
	sys_clk,
	rst_n,
	rx_bits_ok,
	rx_data_o,
	tx_ready,
	ram_write,
	ram_addr,
  ram_datain
);
	input						sys_clk;			 
	input						rst_n;				 
	input						rx_bits_ok;		 
	input			[7:0]	rx_data_o;		 
	output					tx_ready;			 
	output					ram_write;		 
	output		[7:0]	ram_addr;			 
	output		[7:0]	ram_datain;		 
  reg				[2:0] state;				 
  reg				[7:0] ram_command;	 
  reg				[7:0] ram_addr_r;		 
  reg				[7:0] ram_datain_r;	 
  reg							ram_write_r;	 
  reg							tx_ready_r;		 
  parameter   NULL    = 3'd0,
              COMD    = 3'd1,
              R_ADDR  = 3'd2,
              W_ADDR  = 3'd3,
              W_DATA  = 3'd4;
  always @ ( posedge rx_bits_ok or negedge rst_n ) begin
    if ( ~rst_n ) begin
      state         <= NULL;   
      ram_command   <= 8'h00;  
      ram_addr_r    <= 8'h00;  
      ram_datain_r  <= 8'h00;  
      ram_write_r   <= 1'b0;   
      tx_ready_r    <= 1'b0;   
    end
    else begin
      case ( state )
        NULL: begin    
          state         <= COMD;       
          ram_command   <= rx_data_o;  
          ram_addr_r    <= 8'h00; 
          ram_datain_r  <= 8'h00; 
          ram_write_r   <= 1'b0;  
          tx_ready_r    <= 1'b0;  
        end
        COMD: begin
          if ( ram_command == 8'b1111_0000 ) begin
            state         <= W_ADDR;       
            ram_command   <= ram_command;  
            ram_addr_r    <= rx_data_o;    
            ram_datain_r  <= 8'h00;     
            ram_write_r   <= 1'b0;  
            tx_ready_r    <= 1'b0; 
          end
          else if ( ram_command == 8'b0000_1111 ) begin
            state         <= R_ADDR;       
            ram_command   <= ram_command;  
            ram_addr_r    <= rx_data_o;    
            ram_datain_r  <= 8'h00;     
            ram_write_r   <= 1'b0;  
            tx_ready_r    <= 1'b1; 
          end
          else begin
            state         <= COMD;       
            ram_command   <= rx_data_o;  
            ram_addr_r    <= 8'h00; 
            ram_datain_r  <= 8'h00; 
            ram_write_r   <= 1'b0;  
            tx_ready_r    <= 1'b0; 
          end
        end
        R_ADDR: begin
          state         <= COMD;       
          ram_command   <= rx_data_o;  
          ram_addr_r    <= 8'h00; 
          ram_datain_r  <= 8'h00; 
          ram_write_r   <= 1'b0;  
          tx_ready_r    <= 1'b0; 
        end
        W_ADDR: begin
          state         <= W_DATA;       
          ram_command   <= ram_command; 
          ram_addr_r    <= ram_addr_r;  
          ram_datain_r  <= rx_data_o;    
          ram_write_r   <= 1'b1;         
          tx_ready_r    <= 1'b0; 
        end
        W_DATA: begin
          state         <= COMD;       
          ram_command   <= rx_data_o;  
          ram_addr_r    <= 8'h00; 
          ram_datain_r  <= 8'h00; 
          ram_write_r   <= 1'b0;  
          tx_ready_r    <= 1'b0; 
        end
        default: begin
          state         <= NULL;      
          ram_command   <= 8'h00;      
          ram_addr_r    <= 8'h00; 
          ram_datain_r  <= 8'h00; 
          ram_write_r   <= 1'b0;  
          tx_ready_r    <= 1'b0;
        end
      endcase
    end
  end
  parameter	en_dly = 3;											 
  reg			[en_dly-1:0]	tx_ready_r1;         
	reg			[en_dly-1:0]	ram_write_r1;        
  always @ ( negedge sys_clk or negedge rst_n ) begin  
    if ( ~rst_n ) begin
			tx_ready_r1   <= {en_dly{1'b0}};
			ram_write_r1  <= {en_dly{1'b0}};
    end
    else begin											 
			tx_ready_r1   <= { tx_ready_r , tx_ready_r1[en_dly-1:1] };	 
      ram_write_r1  <= { ram_write_r , ram_write_r1[en_dly-1:1] };	 
		end
  end
  wire          ram_write;					 
  wire    [7:0] ram_addr;						 
  wire    [7:0] ram_datain;					 
  wire    [7:0] ram_dataout;				 
  assign  tx_ready    = tx_ready_r1[1]	& ~tx_ready_r1[0];	 
  assign  ram_write   = ram_write_r1[1]	& ~ram_write_r1[0];	 
  assign  ram_addr    = ram_addr_r;
  assign  ram_datain  = ram_datain_r;
endmodule
==> flow_summary.yaml <==
# yosys + openroad results
status:
  status: "finished, final reports clean"
run:
  warnings: 26
  cap_violations: 0
floorplanning:
  coreArea_um2: 9200
  num_rows: 35
  io_pins: 29
  die_y_um: 117
  die_area_um2: 13700
  fp_util: 0.141
  chipWidth_um: 117
clock_network:
  post_cts_buffers: 0
  cts.clk_slew.worst_paths_ps: 60
  cts.sinks: 35
  cts_tree: "built"
critical_path:
  crit_path_end_kind: "primary output"
  start_kind: "register"
  path_class: "reg2out"
  crit_arrival_ps: 2470
  cp.required_ps: 2560
  critPathMaxFanout: 2
synthesis:
  synthCells: 100
  numSynthFlops: 35
  yosysWarnings: 1
  yosys.cell_types.count: 23
  top_area_frac: 0.541
  synth_seq_share: 0.677
  ys_cells: 100
  synth_area_um2: 1290
  syn-mean-instance-area_um2: 12.9
  ys_area_um2: 1290
  largest_area_cell: "dfrtp_1"
  topCellsByArea: "dfrtp_1 (54%), dfrtn_1 (12%), a22o_1 (5.4%)"
global_route:
  grt_pass1_vias: 1014
  grt_start_max_net_pins: 24
  grt_overflow: 0
  antenna_found_initial: 0
  track_usage: 0.0468
  grt_pass1_wl_um: 4930
timing:
  hold_viol_final: 0
  tns_ps: 0
  rsz0062_at_grt: "false"
  whs_ps: 234
  finalSetupViolations: 0
  tightestPinTransition_ps: 670
  setup_ws_ps: 95.0
  fin_skew_ps: 2.72
  maxSlewViolCount: 0
  max-slew-margin-rel: 0.550
placement:
  post-place-ws_ps: -25.2
  port_buffers: 27
  dp_hpwl_um: 2170
  gp_routability_congestion: 0.746
drt:
  wl_per_cell_um: 12.4
  vias: 935
  drt_iter0_drc: 11
  route.detailed.drc: 0
  finalWirelength_um: 3070
  vias_per_cell: 3.79
  ant_nets: 0
  dr.pass1.iters: 4
  antenna_cells: 0
min_path:
  hold_path.class: "in2async"
pwr:
  pwr_density_cell_nw_per_um2: 498
  p_leak_nw: 0.798
  ir_drop_v: 0.000149
cells_and_area:
  drive_gt1_frac: 0.132
  post-route-util: 0.199
  fillers: 978
  areaGrowthSynthToFinish_pct: 41.2
## cells by family after synthesis
group | after synthesis | share of synthesized area
other | 1 | 0.00290
AND/OR/NAND/NOR | 34 | 0.154
buffers and inverters | 7 | 0.0203
AND-OR/OR-AND | 23 | 0.146
flip-flops | 35 | 0.677
## cell usage in the layout, fill, tap and decap left out, types with 4 or more instances in the layout
cell,netlist,final
a21oi_1,4,4
a221o_1,4,4
a22o_1,8,8
and2_1,8,8
clkbuf_8,0,9
clkdlybuf4s50_1,0,24
dfrtn_1,6,6
dfrtp_1,28,28
nand2_1,7,7
nand3_1,4,4
o311ai_1,4,4
## cell type report
type,count,area (um^2),share of cell area
clock buffers,11,131,0.0719
flip-flops and latches,35,877,0.480
inverters,3,11.3,0.00616
repair buffers,29,270,0.148
multi-input cells,58,399,0.218
well taps,111,139,0.0760
## where the power goes
| part | switching [mW] | leakage (nW) | total, mW | internal [mW] |
|---|---|---|---|---|
| sequential | 0.00788 | 0.462 | 0.461 | 0.453 |
| combinational | 0.0191 | 0.268 | 0.0380 | 0.0189 |
| clock | 0.156 | 0.0671 | 0.412 | 0.255 |
## worst max-delay path, stage by stage, from the launching register on
cell and delay [ps]:
dfrtn_1 410, nor2b_4 130, clkbuf_2 90
## what timing repair did
| item | in CTS | in global routing |
|---|---|---|
| resized | 4 | 4 |
| endpoints found under the setup margin | 2 | 2 |
| hold buffers | 0 | 0 |
## layer usage
layer,vias to the layer above,wire length [um],track usage
met5,-,0,0
met1,459,1240,0.0579
met3,4,511,0.0377
met4,0,59,0.0107
met2,37,1250,0.0615
li1,435,-,-
## state kept, by name (all words and copies together) (netlist names)
signal and cells:
ram_command 8, ram_datain_r 8, ram_write_r1 3, state 5, ram_addr_r 8, tx_ready_r1 3
## through the flow
stage               power (mW)  instance area [um^2]  instances
floorplan                0.478                  1290        100
CTS                      0.927                  1830        247
global route             0.955                  1830        247
detailed placement       0.507                  1700        236
finish                   0.910                  1830        247
global placement         0.506                  1700        236
## path summary, 6_finish.rpt
kind | start | endpoint | slack (ps) | depth (start not counted)
setup / recovery | ram_write_r1[1] | ram_write | 90 | 2
hold / removal | rst_n | ram_datain_r[6] | 230 | 1
setup reg to reg | state[2] | tx_ready_r1[2] | 1020 | 0
hold reg to reg | ram_write_r1[2] | ram_write_r1[1] | 300 | 0
max in group clk1 | state[2] | tx_ready_r1[2] | 1020 | 0
max in group asynchronous | rst_n | tx_ready_r1[2] | 1200 | 1
min in group clk1 | ram_write_r1[2] | ram_write_r1[1] | 300 | 0
min in group clk0 | ram_addr_r[5] | ram_addr_r[5] | 510 | 1
## synth_stat cells
master / instances
inv_1: 3
o21ai_0: 1
conb_1: 1
dfrtp_1: 28
nand3_1: 4
nand2_1: 7
nor4_2: 1
o311ai_1: 4
a221o_1: 4
and4_1: 2
dfrtn_1: 6
a21oi_2: 1
a41o_1: 1
nor4b_1: 3
and2_1: 8
nor3_1: 2
dfstp_2: 1
a21oi_1: 4
nor4_1: 2
a22o_1: 8
clkbuf_1: 4
nor2_1: 3
nor2b_1: 2
Power is estimated from default activity; no workload was simulated.
